--- flow/run.sh ---
#!/bin/bash
# OpenROAD 26Q1-2900-gdf79404cd8, Yosys 0.63+post, stock flow scripts
make -C /OpenROAD-flow-scripts/flow DESIGN_CONFIG=/design/flow/config.mk WORK_HOME=/design/flow/orfs finish
--- flow/config.mk ---
export PLATFORM = sky130hd
export DESIGN_NAME = top
export DESIGN_NICKNAME = top
export VERILOG_FILES = /design/flow/design.v
export SDC_FILE = /design/flow/constraint.sdc
export NUM_CORES = 4
export LEC_CHECK = 1
export CORE_UTILIZATION = 40
--- flow/constraint.sdc ---
current_design top

set clk_period 3.5
set clk_io_pct 0.2

create_clock -name clk0 -period $clk_period [get_ports {clk}]

set non_clock_inputs [all_inputs -no_clocks]
set_input_delay [expr $clk_period * $clk_io_pct] -clock clk0 $non_clock_inputs
set_output_delay [expr $clk_period * $clk_io_pct] -clock clk0 [all_outputs]
--- flow/design.v ---
module top(
  input clk,
  input rst,
  output reg [15:0] led
);
  reg [31:0] count;
  always @(posedge clk) begin
    if (rst) begin led <= 1; count <= 0; end
    else begin
      if (count == 0) led <= {led[14:0], led[15]};
      count <= (count >= 5000000 ? 32'b0 : count + 1);
    end
  end
endmodule
==> GITHUB_STEP_SUMMARY <==
## PnR job results

| Metric | Value |
|---|---|
| Area leader share | `approximately 49%` |
| Worst Max-Slew Pin Slew | `around 0.8 ns` |
| Biggest area cells | `dfxtp_1 49%, mux2i_1 8.1%, nor3_1 5.6%` |
| Die Y | `72.4 um` |
| Fin. Hold Viols | `0` |
| Psw | `around 0.19 mW` |
| Overall Global Routing Usage | `14.9%` |
| Setup TNS Final | `0 ns` |
| Grt peak-use layer | `met2` |
| Finished Cell Area | `roughly 2300 sq um` |
| Clock latency (worst-skew pair) | `0.30 ns` |
| Postcts setup bufs | `0` |
| Routed wire length | `3390 um` |
| Hold_buf cts | `0` |
| Aoi share | `~7.6%` |
| WP data arrival | `2.44 ns` |
| Combinational power share | `1.0%` |
| Number of global-route vias before repair | `about 1400` |
| Worst path depth | `3` |
| Final setup margin | `1.27 ns` |
| Placer congestion estimate | `around 0.8` |
| Yosys simple share | `25.4%` |
| Ys flops | `48` |
| Die W | `between 70 and 80 um` |
| I/O Buffers | `17` |
| Area grow syn2layout | `17.4%` |
| Crit-path cells | `clkdlybuf4s50_1, a2111o_1, a211oi_1` |
| Setup Viol. Count Final | `0` |
| TritonCTS clock tree | `yes` |
| Synth mux share | `8.09%` |
| Maxcap violations | `0` |
| Pwr Density | `389 nW/um^2` |
| # resized after CTS | `0` |
| Comb area leader | `simple AND/OR/NAND/NOR gates` |
| Unique cell types | `34` |
| M1 GR Usage | `22.4%` |
| First-pass GRT wire length | `a little over 6000 um` |
| RSZ-0062 raised after global routing | `false` |
| Fillcell total | `between 400 and 500` |
| HP Class | `register to register` |
| Tool warning count | `26` |
| Worst-path maximum fanout | `23` |
| Initial antenna violation count | `0` |
| Reg power frac | `61.2%` |
| Register area share after synthesis | `48.5%` |
| Placed Cells | `286` |
| DRT iter0 DRCs | `33` |
| Syn avg cell area | `9.71 sq um` |
| Remaining Overflow, GRT | `0` |
| Critical path endpoint category | `register` |
| Xor/xnor share | `approximately 5.7%` |
| Root buffer cell | `clkbuf_8` |
| Num CTS Buffers | `5` |
| Average wire per standard cell | `11.5 um` |
| DRT antenna net count | `0` |
| Status | `finished clean` |
| Diode count | `0` |
| CTS H-tree lvls | `2` |
| Ratio of cells with drive above 1 in the final layout | `5.29%` |
| Pre-Place Util | `41.7%` |
| Largest net degree at the start of global routing | `24` |
| WS Path Type | `input pin to register` |
| Tmin final | `between 2 and 2.5 ns` |
| Reg2reg setup slack | `around 1.3 ns` |
| Fin cells | `294` |
| Iteration tally of the first detailed-router pass | `4` |
| Io pins | `18` |
| Slowest cell on the critical path | `a2111o_1` |
| Data required, critical path | `3.71 ns` |
| Max-slew headroom | `45.6%` |
| Critical Path Start | `rst` |
| Clk pin slew, worst setup/hold paths | `0.08 ns` |
| Met2 Track Usage GR | `23.4%` |
| Total of warnings raised by yosys | `1` |
| Fin util | `48.9%` |
| Reg2reg path depth | `4` |
| CP peak stage delay | `0.78 ns` |
| # DRC | `0` |
| Crit path launch type | `input pin` |
| Num Clock Sinks | `48` |
| Number of buffers on the longest clock path | `2` |
| Vias post-DR | `1469` |
| Post-DR vias/cell | `5.00` |
| Synth Cell Area | `just under 2000 sq um` |
| Final hold slack | `0.494 ns` |
| Cell row count | `25` |
| Design Power | `0.904 mW` |
| R2R Path Start | `count[2]$_SDFF_PP0_` |
| Adder Share, Synth | `1.26%` |
| Top Family by Delay on Critical Path | `AND-OR/OR-AND gates` |
| VDD IR max | `0.268 mV` |
| Setup slack after placement | `about 0.96 ns` |
| Core area | `4750 sq um` |
| Hpwl dp | `2320 um` |
| Sw Ratio | `20.8%` |
| Met3 Usage GRT | `2.54%` |
| P_leak | `0.711 nW` |
| Clock skew | `0.00664 ns` |
| Hold depth | `1` |
| CP Buf/Inv Count | `1` |
| Slew Viols, Final | `0` |
| DP Area | `~2200 sq um` |
| Fmax | `around 450 MHz` |
| Pint | `0.716 mW` |
| Die Size | `about 5200 sq um` |
| Cells after Synth | `204` |
| Final Cycle Share | `63.8%` |
| Yosys stat area | `1980 sq um` |
| Leading area contributor after synthesis | `dfxtp_1` |
| Clock network power share | `37.8%` |
| Min-delay src | `count[0]$_SDFF_PP0_` |
| Yosys Instances | `204` |
[cells in the mapped netlist]
cell      count
o31ai_1       3
nand2b_1     16
o21ai_0       5
nor4b_1       1
nor2_1        6
or2_2         1
dfxtp_1      48
mux2i_1      16
nor3b_1       1
and3_1        2
inv_1         5
xnor2_1      10
nor4_1        6
nand4_1       5
nor3_2        1
or4_1         4
clkbuf_1      7
a21oi_1       1
xor2_1        3
nor3_1       22
o211ai_1      2
conb_1        1
buf_1         2
a211oi_1      7
o2111a_1      1
or3_1         5
buf_2         2
nand3_1       7
nand4_4       1
and4_1        1
nand2_1       8
ha_1          2
a2111o_1      1
a41oi_1       1
[cells by family (layout without fill, tap and decap cells)]
family	after synthesis	in the layout
adder cells (fa/ha/maj)	2	2
buffers and inverters	16	31
flip-flops	48	48
other	1	9
multiplexers	16	16
AND/OR/NAND/NOR	87	87
AND-OR/OR-AND	21	21
XOR/XNOR	13	13
[registers in the layout (all words and copies together), names as in the netlist]
| register | cells |
|---|---|
| count | 32 |
| led | 16 |
[area by class of cell]
class | count | area, sq um | area share (%)
Sequential cell | 48 | 961 | 41.3
Tap cell | 67 | 83.8 | 3.60
Timing Repair Buffer | 18 | 178 | 7.64
Inverter | 5 | 18.8 | 0.807
Clock buffer | 6 | 82.6 | 3.55
Multi-Input combinational cell | 148 | 987 | 42.4
Clock inverter | 2 | 15.0 | 0.646
[metal layers]
layer	routed length, um	vias up	part of all wire [%]
met2	1510	15	44
met1	1750	671	52
met4	42	0	1.2
met3	90	5	2.7
met5	0	-	0
li1	-	778	-
[final timing paths]
check                              end
setup / recovery  count[17]$_SDFF_PP0_
hold / removal     count[0]$_SDFF_PP0_
setup reg to reg  count[19]$_SDFF_PP0_
hold reg to reg    count[0]$_SDFF_PP0_
[cells in the final DEF (no fill, tap or decap), types with 3 or more instances in the layout]
| cell type | synthesis | routed |
|---|---|---|
| clkbuf_8 | 0 | 6 |
| o21ai_0 | 5 | 5 |
| nand3_1 | 7 | 7 |
| or4_1 | 4 | 4 |
| conb_1 | 1 | 9 |
| a211oi_1 | 7 | 7 |
| inv_1 | 5 | 5 |
| mux2i_1 | 16 | 16 |
| nand2b_1 | 16 | 16 |
| nor2_1 | 6 | 6 |
| clkdlybuf4s50_1 | 0 | 17 |
| nand4_1 | 5 | 5 |
| nand2_1 | 8 | 8 |
| or3_1 | 5 | 5 |
| nor4_1 | 6 | 6 |
| xnor2_1 | 10 | 10 |
| xor2_1 | 3 | 3 |
| dfxtp_1 | 48 | 48 |
| nor3_1 | 22 | 22 |
| o31ai_1 | 3 | 3 |
[power by group through the flow]
stage         clock network (mW)  registers (mW)  logic (mW)
finish                     0.342           0.553     0.00949
global route               0.380           0.554      0.0109
CTS                        0.352           0.553     0.00965
Power figures rest on the tool's default switching activity, not on a simulated workload.
